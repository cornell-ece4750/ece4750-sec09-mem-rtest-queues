--- run.sh ---
#!/bin/bash
# OpenROAD 26Q1-2900-gdf79404cd8, Yosys 0.63+post, stock flow scripts
make -C /OpenROAD-flow-scripts/flow DESIGN_CONFIG=/design/flow/config.mk WORK_HOME=/design/flow/orfs finish
--- config.mk ---
export PLATFORM = sky130hd
export DESIGN_NAME = vc_Regfile_2r1w_zero
export DESIGN_NICKNAME = vc_Regfile_2r1w_zero
export VERILOG_FILES = /design/flow/design.v
export SDC_FILE = /design/flow/constraint.sdc
export NUM_CORES = 4
export LEC_CHECK = 1
export CORE_UTILIZATION = 50
--- constraint.sdc ---
current_design vc_Regfile_2r1w_zero

set clk_period 9.9
set clk_io_pct 0.2

create_clock -name clk0 -period $clk_period [get_ports {clk}]

set non_clock_inputs [all_inputs -no_clocks]
set_input_delay [expr $clk_period * $clk_io_pct] -clock clk0 $non_clock_inputs
set_output_delay [expr $clk_period * $clk_io_pct] -clock clk0 [all_outputs]
--- design.v ---
module vc_Regfile_1r1w
#(
  parameter p_data_nbits  = 1,
  parameter p_num_entries = 2,
  parameter c_addr_nbits  = $clog2(p_num_entries)
)(
  input  logic                    clk,
  input  logic                    reset,
  input  logic [c_addr_nbits-1:0] read_addr,
  output logic [p_data_nbits-1:0] read_data,
  input  logic                    write_en,
  input  logic [c_addr_nbits-1:0] write_addr,
  input  logic [p_data_nbits-1:0] write_data
);
  logic [p_data_nbits-1:0] rfile[p_num_entries-1:0];
  assign read_data = rfile[read_addr];
  always_ff @( posedge clk )
    if ( write_en )
      rfile[write_addr] <= write_data;
endmodule
module vc_ResetRegfile_1r1w
#(
  parameter p_data_nbits  = 1,
  parameter p_num_entries = 2,
  parameter p_reset_value = 0,
  parameter c_addr_nbits  = $clog2(p_num_entries)
)(
  input  logic                    clk,
  input  logic                    reset,
  input  logic [c_addr_nbits-1:0] read_addr,
  output logic [p_data_nbits-1:0] read_data,
  input  logic                    write_en,
  input  logic [c_addr_nbits-1:0] write_addr,
  input  logic [p_data_nbits-1:0] write_data
);
  logic [p_data_nbits-1:0] rfile[p_num_entries-1:0];
  assign read_data = rfile[read_addr];
  genvar i;
  generate
    for ( i = 0; i < p_num_entries; i = i+1 )
    begin : wport
      always_ff @( posedge clk )
        if ( reset )
          rfile[i] <= p_reset_value;
        else if ( write_en && (i[c_addr_nbits-1:0] == write_addr) )
          rfile[i] <= write_data;
    end
  endgenerate
endmodule
module vc_Regfile_2r1w
#(
  parameter p_data_nbits  = 1,
  parameter p_num_entries = 2,
  parameter c_addr_nbits  = $clog2(p_num_entries)
)(
  input  logic                   clk,
  input  logic                   reset,
  input  logic [c_addr_nbits-1:0] read_addr0,
  output logic [p_data_nbits-1:0] read_data0,
  input  logic [c_addr_nbits-1:0] read_addr1,
  output logic [p_data_nbits-1:0] read_data1,
  input  logic                    write_en,
  input  logic [c_addr_nbits-1:0] write_addr,
  input  logic [p_data_nbits-1:0] write_data
);
  logic [p_data_nbits-1:0] rfile[p_num_entries-1:0];
  assign read_data0 = rfile[read_addr0];
  assign read_data1 = rfile[read_addr1];
  always_ff @( posedge clk )
    if ( write_en )
      rfile[write_addr] <= write_data;
endmodule
module vc_Regfile_2r2w
#(
  parameter p_data_nbits  = 1,
  parameter p_num_entries = 2,
  parameter c_addr_nbits  = $clog2(p_num_entries)
)(
  input  logic                    clk,
  input  logic                    reset,
  input  logic [c_addr_nbits-1:0] read_addr0,
  output logic [p_data_nbits-1:0] read_data0,
  input  logic [c_addr_nbits-1:0] read_addr1,
  output logic [p_data_nbits-1:0] read_data1,
  input  logic                    write_en0,
  input  logic [c_addr_nbits-1:0] write_addr0,
  input  logic [p_data_nbits-1:0] write_data0,
  input  logic                    write_en1,
  input  logic [c_addr_nbits-1:0] write_addr1,
  input  logic [p_data_nbits-1:0] write_data1
);
  logic [p_data_nbits-1:0] rfile[p_num_entries-1:0];
  assign read_data0 = rfile[read_addr0];
  assign read_data1 = rfile[read_addr1];
  always_ff @( posedge clk ) begin
    if ( write_en0 )
      rfile[write_addr0] <= write_data0;
    if ( write_en1 )
      rfile[write_addr1] <= write_data1;
  end
endmodule
module vc_Regfile_2r1w_zero
(
  input  logic        clk,
  input  logic        reset,
  input  logic  [4:0] rd_addr0,
  output logic [31:0] rd_data0,
  input  logic  [4:0] rd_addr1,
  output logic [31:0] rd_data1,
  input  logic        wr_en,
  input  logic  [4:0] wr_addr,
  input  logic [31:0] wr_data
);
  logic [31:0] rf_read_data0;
  logic [31:0] rf_read_data1;
  vc_Regfile_2r1w
  #(
    .p_data_nbits  (32),
    .p_num_entries (32)
  )
  rfile
  (
    .clk         (clk),
    .reset       (reset),
    .read_addr0  (rd_addr0),
    .read_data0  (rf_read_data0),
    .read_addr1  (rd_addr1),
    .read_data1  (rf_read_data1),
    .write_en    (wr_en),
    .write_addr  (wr_addr),
    .write_data  (wr_data)
  );
  assign rd_data0 = ( rd_addr0 == 5'd0 ) ? 32'd0 : rf_read_data0;
  assign rd_data1 = ( rd_addr1 == 5'd0 ) ? 32'd0 : rf_read_data1;
endmodule
==> flow_summary.json <==
{
  "status": "finished clean",
  "drv_slew": 0,
  "pre_cts_slack_ns": 2.038,
  "dp.final_hpwl_mm": 84.84,
  "seqCellArea_mm2": 0.03075,
  "fin_ws_ns": 1.794,
  "grt_overflow": 0,
  "grt_first_pass_wirelength_mm": 210.2,
  "ctsHoldBuffers": 0,
  "io_pins": 114,
  "drt_pre_antenna_iters": 5,
  "drt_iter0_drc": 1411,
  "cts-resized-gates": 0,
  "die_y_um": 309.6,
  "dieArea_mm2": 0.09586,
  "grt_pass1_vias": 30570,
  "vias": 26693,
  "cp_slowest_cell": "a311oi_1",
  "async_flop_share": 0,
  "topCellsByArea": "edfxtp_1, mux4_2, mux2i_1, a22oi_1, a221oi_1",
  "drive_gt1_frac": 0.3172,
  "crit_type": "input port to primary output",
  "fp_util": 0.5062,
  "hold_path_class": "input port to register",
  "ys_area_mm2": 0.04731,
  "postSynthCellCount": 2365,
  "utilization": 0.5745,
  "internal_power_mw": 7.436,
  "row_count": 112,
  "yosys.area.top_type_share": 0.6499,
  "setup_tns_ns": 0,
  "drv_cap": 0,
  "root_buffer": "clkbuf_16",
  "crit_chain": "buf_2, or2_2, or4_2, buf_4, o21ai_0, a311oi_1, clkdlybuf4s50_1",
  "ir_drop_mv": 0.1637,
  "holdPathStages": 1,
  "met2RoutedLength_mm": 65.71,
  "synth_warnings": 1,
  "hp-start": "wr_data[21]",
  "top_regs": "rfile.rfile (1024)",
  "yosysTopAreaCell": "edfxtp_1",
  "rsz0062_at_grt": "false",
  "worstPathRequired_ns": 7.92,
  "worst_slew_pin_slew_ns": 1.081,
  "ys_ff": 1024,
  "p_leak_nw": 16.94,
  "ys_cells": 2365,
  "powerDensity_mw_per_mm2": 179.5,
  "arrival_ns": 6.13,
  "dr_wl_met3_mm": 31.79,
  "critPathCaptureType": "primary output",
  "tritoncts": "built",
  "setup-violations-final": 0,
  "core_area_mm2": 0.09347,
  "grtUsageTotal": 0.3581,
  "antenna_found_initial": 3,
  "largest_reg_flops": 1024,
  "p_sw_mw": 2.202,
  "synthFlopType": "edfxtp_1",
  "worst_slew_margin_rel": 0.2742,
  "die_w_um": 309.6,
  "warnings": 27,
  "hold_viol_final": 0,
  "drc_errors": 0,
  "pwr-share-clk": 0.406,
  "swShare": 0.2285,
  "wl_met1_mm": 43.23,
  "dr.max_layer_used": "met5",
  "gp_congestion": 0.8764,
  "drt.antenna.violating_nets": 0,
  "top_register": "rfile.rfile",
  "wire_per_inst_um": 38.22,
  "yosysUniqueCellTypes": 33,
  "syn_avg_cell_area_um2": 20.01,
  "fillCellCount": 6713,
  "finalCriticalPeriod_ns": 8.106,
  "comb_power_share": 0.092,
  "synth_area_mm2": 0.04731,
  "cp_max_fo": 18,
  "start_kind": "input port",
  "clock_path_buffers": 3,
  "instances_no_fill": 3859,
  "logic_area_mm2": 0.01579,
  "cts_buffers": 108,
  "cts.clk_slew.worst_paths_ns": 0.05,
  "grt_max_degree": 80,
  "placed_cells": 3661,
  "finalClockPeriodUsage": 0.8187,
  "routed_wl_mm": 147.5,
  "edf_count": 1024,
  "max_freq_mhz": 123.4,
  "htree_levels": 3,
  "postCtsSetupRepairBufs": 0,
  "synth_seq_share": 0.6499,
  "seq_power_share": 0.503,
  "max_stage_delay_ns": 0.85,
  "syn2layout_area_growth_pct": 13.49,
  "numPortBuffers": 112,
  "viasPerCell": 6.917,
  "clock_sinks": 1024,
  "min_delay_worst_endpoint": "rfile.rfile[12][21]$_DFFE_PP_"
}
==> through the flow <==
| step | hold WS, ns | area (um2) | power [mW] |
|---|---|---|---|
| final | 2.078 | 53700 | 9.638 |
| after global routing | 2.100 | 53700 | 9.905 |
| after detailed placement | 2.794 | 50280 | 5.813 |
| after CTS | 2.054 | 53690 | 9.690 |
| after floorplan | 2.079 | 47310 | 5.409 |
| after global placement | 2.763 | 50280 | 5.803 |
==> routing by layer <==
layer  GRT usage  up-vias
li1            -    10687
met3      0.3244      382
met2      0.4797     2325
met1      0.4282    13285
met5     0.03185        -
met4      0.1147       14
==> worst max-delay path: cells and delay by family <==
family          cells  cell delay (ns)
buf+inv             3             1.60
compound gates      2             1.00
simple gates        2             1.50
==> cells in the mapped netlist (33+ instances only) <==
cell and count:
a221oi_1 47, nor2b_1 37, buf_2 63, nor2_1 41
buf_4 33, edfxtp_1 1024, clkbuf_1 91, mux4_2 448
a22oi_1 64, mux2i_1 192, o21ai_0 53, nand2_1 36
==> power groups by stage <==
stage	logic, mW	registers, mW	clock network [mW]
after CTS	0.880	4.85	3.96
after global routing	0.931	4.85	4.12
final	0.882	4.85	3.91
==> cell usage in the layout (no fill, tap or decap), types with 35 or more instances in the layout <==
| master | synthesis | final |
|---|---|---|
| buf_4 | 33 | 129 |
| mux4_2 | 448 | 448 |
| clkbuf_16 | 0 | 108 |
| a221oi_1 | 47 | 47 |
| nor2_4 | 0 | 35 |
| clkdlybuf4s50_1 | 0 | 102 |
| mux2i_1 | 192 | 192 |
| edfxtp_1 | 1024 | 1024 |
| o21ai_0 | 53 | 53 |
| a22oi_1 | 64 | 64 |
| nand2_1 | 36 | 36 |
==> worst max path at each step <==
| stage | start | to | slack [ns] |
|---|---|---|---|
| after CTS | rd_addr0[3] | rd_data0[29] | 1.99 |
| final | rd_addr0[3] | rd_data0[25] | 1.79 |
| after global routing | rd_addr0[3] | rd_data0[29] | 1.69 |
==> cell type report <==
cell class	instances	share of cell area
well taps	1254	0.02922
flip-flops and latches	1024	0.5727
multi-input cells	1137	0.2941
clock buffers	125	0.05152
inverters	2	0.0002097
repair buffers	244	0.04024
diodes	1	0.00004660
clock inverters	72	0.01205
==> cell families (layout without fill, tap and decap cells) <==
group	count (synthesis)	in the layout	synth area share
DFF	1024	1024	0.6499
muxes	672	672	0.2615
AOI/OAI and AO/OA	335	335	0.05236
buffers and inverters	204	443	0.02287
and+or+nand+nor	130	130	0.01338
other	0	1	0
Power and IR drop assume default switching activity.
